==> flow/design.v <==
`timescale 1ns / 1ps
module demux1x16(
    input in,
    input [3:0] sel,
    output [15:0] y
);
    wire [3:0] wr;
    demux1x4 stage0 (in, sel[3:2], wr);
    demux1x4 stage1 (wr[0], sel[1:0], y[3:0]); 
    demux1x4 stage2 (wr[1], sel[1:0], y[7:4]); 
    demux1x4 stage3 (wr[2], sel[1:0], y[11:8]);
    demux1x4 stage4 (wr[3], sel[1:0], y[15:12]);
endmodule
module demux1x16bh(
    input in,
    input [3:0] sel,
    output reg [15:0] y
);
    always @(*) begin
        y = 16'b0000000000000000;
        case (sel)
            4'b0000: y[0] = in;
            4'b0001: y[1] = in;
            4'b0010: y[2] = in;
            4'b0011: y[3] = in;
            4'b0100: y[4] = in;
            4'b0101: y[5] = in;
            4'b0110: y[6] = in;
            4'b0111: y[7] = in;
            4'b1000: y[8] = in;
            4'b1001: y[9] = in;
            4'b1010: y[10] = in;
            4'b1011: y[11] = in;
            4'b1100: y[12] = in;
            4'b1101: y[13] = in;
            4'b1110: y[14] = in;
            4'b1111: y[15] = in;
            default: y = 16'b0000000000000000;
        endcase
    end
endmodule
module demux1x16df(
    input in,
    input [3:0] sel,
    output [15:0] y
);
    assign y[0]  = in & ~sel[3] & ~sel[2] & ~sel[1] & ~sel[0];
    assign y[1]  = in & ~sel[3] & ~sel[2] & ~sel[1] &  sel[0];
    assign y[2]  = in & ~sel[3] & ~sel[2] &  sel[1] & ~sel[0]; 
    assign y[3]  = in & ~sel[3] & ~sel[2] &  sel[1] &  sel[0];
    assign y[4]  = in & ~sel[3] &  sel[2] & ~sel[1] & ~sel[0];
    assign y[5]  = in & ~sel[3] &  sel[2] & ~sel[1] &  sel[0];
    assign y[6]  = in & ~sel[3] &  sel[2] &  sel[1] & ~sel[0];
    assign y[7]  = in & ~sel[3] &  sel[2] &  sel[1] &  sel[0];
    assign y[8]  = in &  sel[3] & ~sel[2] & ~sel[1] & ~sel[0];
    assign y[9]  = in &  sel[3] & ~sel[2] & ~sel[1] &  sel[0];
    assign y[10] = in &  sel[3] & ~sel[2] &  sel[1] & ~sel[0];
    assign y[11] = in &  sel[3] & ~sel[2] &  sel[1] &  sel[0];
    assign y[12] = in &  sel[3] &  sel[2] & ~sel[1] & ~sel[0];
    assign y[13] = in &  sel[3] &  sel[2] & ~sel[1] &  sel[0];
    assign y[14] = in &  sel[3] &  sel[2] &  sel[1] & ~sel[0];
    assign y[15] = in &  sel[3] &  sel[2] &  sel[1] &  sel[0];
endmodule
==> flow/run.sh <==
#!/bin/bash
# OpenROAD 26Q1-2900-gdf79404cd8, Yosys 0.63+post, stock flow scripts
make -C /OpenROAD-flow-scripts/flow DESIGN_CONFIG=/design/flow/config.mk WORK_HOME=/design/flow/orfs finish
==> flow/config.mk <==
export PLATFORM = sky130hd
export DESIGN_NAME = demux1x16df
export DESIGN_NICKNAME = demux1x16df
export VERILOG_FILES = /design/flow/design.v
export SDC_FILE = /design/flow/constraint.sdc
export NUM_CORES = 4
export LEC_CHECK = 1
export CORE_AREA = 10 10 70 70
export DIE_AREA = 0 0 80 80
==> flow/constraint.sdc <==
current_design demux1x16df

set clk_period 1.1
set clk_io_pct 0.2

create_clock -name clk0 -period $clk_period

set non_clock_inputs [all_inputs -no_clocks]
set_input_delay [expr $clk_period * $clk_io_pct] -clock clk0 $non_clock_inputs
set_output_delay [expr $clk_period * $clk_io_pct] -clock clk0 [all_outputs]
==> commit_impl_results.txt <==
Log flow metrics for this revision

- The run finished, with violations left.
- The final reports fail on setup timing.
* Port Buffers: 21
- The share of the core area taken by cells at floorplan is 0.03443.
- The number of global-route vias before repair came to 284.
- Dividing the detail-routed wire length by the instance count gives between 9 and 10 µm.
- There are 0 flip-flops and latches.
- Summing all flip-flop and latch instances after layout gives 0 µm².
- The highest supply drop recorded on VDD is about 0.033 mV.
- Headroom to the max-slew limit came out at 0.8654.
- Among all stages on the critical path, the maximum delay recorded is 0.41 ns.
* Worst hold stages: 3
* Critical path fanouts, max: 4
- Per the cell usage report, the commonest logic cells after layout are 13 x sky130_fd_sc_hd__buf_2, 10 x sky130_fd_sc_hd__buf_4, 7 x sky130_fd_sc_hd__nor2_2.
- Met3 track demand over resource: 0.01023
- Number of vias per cell: about 2.7
* Remaining number of nets flagged by the antenna check after routing: 0
- Once placement finished, the instance area stood at about 400 µm².
* Post-route cell area: around 500 µm²
- Yosys mapped the design onto 8 distinct sky130hd cell types.
- Register area share after synthesis: 0
- Synthesized instance count: 23
- For this run, global-route usage on met2 was measured as 0.04815.
- For this run, the chip area from Yosys synthesis comes to about 120 µm².
- Cell Chain, Critical Path: buf_8 -> or3b_4 -> buf_4 -> nor2_1 -> buf_2
- Overall routing resource usage recorded by global route was 0.02748.
- Number of design rule violations left after detail routing: 0
- The placement summary gives the final routability congestion estimate as roughly 0.74.
* Total congestion overflow after global routing: 0
- Per the final layout report, the fraction of cells sized above drive strength 1 comes to 0.8246.
- Ys Warns: 0
- Total die area: between 0.006 and 0.007 mm²
* Grt met1 use: 0.03296
- 21 I/O pins were placed.
* Final Routed Wirelength: ~940 µm
- Endpoint required time on the critical path: between 0.8 and 0.9 ns
- STA classifies the critical path startpoint as an input port.
- Looking at the max-slew report, the worst-margin pin has a slew of approximately 0.20 ns.
* Maximum number of pins on one net before global-route repair: 8
- The script computed a power per unit cell area of 231.5 mW/mm².
- Detailed placer's ending HPWL: approximately 730 µm
* CLK BUF: 0
* Class of the tightest hold or removal check: input port to primary output
* Setup-failing EPs final: 8
- Die width: about 80 µm
- For the worst setup path, the data arrival time is 1.05 ns.
- Most used routing layer in global routing: met2
* Core Rows: 21
- Global-route wire length before repair: between 1000 and 1500 µm
* Number of antenna violations at the first check in global routing: 0
* Leakage power of the design: around 0.00024 µW
* Start point of the worst min-delay path: sel[2]
- DR iter-0 viols: 6
* Final count of pins violating max slew: 0
* CP Launch Point: sel[1]
* Detailed Routing Iterations Pass 1: 3
- Most instantiated logic cell after routing: sky130_fd_sc_hd__buf_2
* Placeable core area: around 0.0034 mm²
* Final Critical Period: roughly 1.3 ns
- Crit path setup slack, layout: -0.1705 ns
* Yosys stat cell total: 23
- Detailed routing inserted a total of between 200 and 300 vias.
* Final Hold Vio Count: 0
- Between the synthesized netlist and the finished layout, the area growth was recorded as 326.6%.
* Chip Height: ~80 µm
* Syn Std Cell Area: between 100 and 150 µm²
- Max Freq: 787.1 MHz
* Antenna diode instance count: 0
- STA classifies the critical path endpoint as a primary output.
* Final clock period utilization by the worst path: 1.155
- Category of the critical setup timing path: input port to primary output
- Unrepaired setup endpoints after global routing: yes
* Post-synthesis area per instance: roughly 5.1 µm²
- Hold Worst Slack: ~0.74 ns
- On the critical path, the stage with the largest delay is an instance of sky130_fd_sc_hd__or3b_4.
* Log Warnings: 34
- Per the run summary, max-cap violations total 0.
cell type report:
class / instances / area (µm²)
fillers: 391 / 2914
multi-input cells: 23 / 185.2
well taps: 46 / 57.56
repair buffers: 34 / 259.0
routing by layer:
metal | routed length (µm) | up-vias
li1 | - | 146
met1 | 386 | 123
met2 | 438 | 14
met3 | 112 | 0
met4 | 0 | 0
met5 | 0 | -
metrics by stage:
| step | util | power [µW] | instances | worst slack (ns) | TNS [ns] |
|---|---|---|---|---|---|
| final | 0.1469 | 116.1 | 103 | -0.1705 | -0.7373 |
| after global routing | 0.1469 | 125.2 | 103 | -0.2036 | -1.097 |
| after global placement | 0.1172 | 74.26 | 92 | -0.8563 | -11.90 |
| after CTS | 0.1414 | 109.4 | 103 | -0.1790 | -0.8453 |
| after detailed placement | 0.1172 | 74.97 | 92 | -0.8511 | -12.01 |
| after floorplan | - | 19.15 | 23 | 0.1936 | 0 |
worst paths after layout:
kind,slack [ns],endpoint
worst max-delay path,-0.17,y[1]
worst min-delay path,0.74,y[2]
synth_stat cells (all sizes together):
library cell | count | share of area
nand2b | 2 | 0.11
or3b | 1 | 0.096
nand2 | 1 | 0.032
nor3 | 4 | 0.21
nand3b | 2 | 0.13
nor2 | 12 | 0.38
nand3 | 1 | 0.043
worst max-delay path: cells and delay by family:
kind | cells | cell delay, ns
simple gates | 2 | 0.48
buf+inv | 3 | 0.35
cell families after synthesis:
family / synth area share
simple gates: 0.9998
report_power, final:
part	switching, µW	internal [µW]
Combinational	48.9	67.2
Sequential	0	0
Clock	0	0
repair_timing:
action	CTS	global route
endpoints found under the setup margin	16	13
hold buffers	0	0
resized	86	11
buffers inserted	11	0
cloned	0	0
pin swaps	16	7
No activity file was given, so power comes from the tool's default toggle rates.
