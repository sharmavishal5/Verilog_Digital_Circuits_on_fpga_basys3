==> flow/design.v <==
`timescale 1ns / 1ps
module ram(
    input clk,
    input write_enable,
    input [9:0]address,
    input [7:0]data_in,
    output reg [7:0]data_out
);
reg [7:0]ram_block[0:1023];
always @(posedge clk) begin
        if(write_enable)
            ram_block[address] <= data_in;
        else
            data_out <= ram_block[address];
end
endmodule
==> flow/run.sh <==
#!/bin/bash
# OpenROAD 26Q1-2900-gdf79404cd8, Yosys 0.63+post, stock flow scripts
make -C /OpenROAD-flow-scripts/flow DESIGN_CONFIG=/design/flow/config.mk WORK_HOME=/design/flow/orfs finish
==> flow/config.mk <==
export PLATFORM = sky130hd
export DESIGN_NAME = ram
export DESIGN_NICKNAME = ram
export VERILOG_FILES = /design/flow/design.v
export SDC_FILE = /design/flow/constraint.sdc
export NUM_CORES = 4
export LEC_CHECK = 1
export CORE_UTILIZATION = 30
export SYNTH_MEMORY_MAX_BITS = 65536
==> flow/constraint.sdc <==
current_design ram

set clk_period 35.6
set clk_io_pct 0.2

create_clock -name clk0 -period $clk_period [get_ports {clk}]

set non_clock_inputs [all_inputs -no_clocks]
set_input_delay [expr $clk_period * $clk_io_pct] -clock clk0 $non_clock_inputs
set_output_delay [expr $clk_period * $clk_io_pct] -clock clk0 [all_outputs]
==> impl_metrics.tcl <==
# metrics dict for downstream scripts
set metrics [dict create \
    postCtsHoldBufs 0 \
    synth_area_per_cell_um2 19.46 \
    mux_area_share_pct 14.10 \
    insertion_delay_ns 1.20 \
    ys_sh_adder_pct 0 \
    top_cells_by_count "edfxtp_1 (8200), mux2i_1 (2255), nor2_1 (1225)" \
    cts_buffer_depth 4 \
    first_iter_violations 11413 \
    io_buffers 27 \
    ff_type "edfxtp_1" \
    ys_cells 16235 \
    dp.cells 29919 \
    crit_type "input port to flop" \
    ys_sh_aoi_pct 3.447 \
    overflow 0 \
    critPathMaxFanout 83 \
    critPathArrivalTime_ns 14.64 \
    final_layout_size_suffix_gt1_share_pct 16.30 \
    vdd_drop_max_v 0.00005380 \
    openroad.warnings 47 \
    vias_per_cell 5.085 \
    status "finished, final reports clean" \
    routed_wirelength_mm 906.0 \
    fin_crit_sh_pct 38.51 \
    syn_to_final_growth_pct 13.91 \
    die_x_mm 1.028 \
    post_cts_resized 0 \
    cts.sinks 8200 \
    edf_count 8200 \
    rsz0062_at_grt "no" \
    h-tree-depth 6 \
    syn-cell-area_mm2 0.3159 \
    yosys_warnings 1 \
    ys_sh_simple_pct 2.880 \
    synthXorXnorAreaFrac_pct 0 \
    die_h_mm 1.028 \
    drt_pass1_iterations 6 \
    hold_path_class "flop to flop" \
    required_ns 36.54 \
    cts_tree "done" \
    top_area_share_pct 77.95 \
    postSynthSeqShare_pct 77.95 \
    grt_usage_pct 18.02 \
    ios 28 \
    chip_area_mm2 1.057 \
    dpl_worst_slack_ns 21.06 \
    drv_slew 0 \
    hold_slack_ns 1.019 \
    drtAntennaViolNets 0 \
    vias 160235 \
    drc 0 \
    logic_family "multiplexers" \
    setup_viol 0 \
    fp-utilization_pct 30.13 \
    cp-end-kind "flop" \
    top_cell "edfxtp_1" \
    worst_slack_ns 21.89 \
    p_per_area_mw_per_mm2 54.24 \
    place.gp.congestion 0.8841 \
    core_region_area_mm2 1.049 \
    top_area_cell "edfxtp_1" \
    synth_cell_types 57 \
    fin_util_pct 34.32 \
    period_needed_ns 13.71 \
    hpwl_mm 554.1 \
    wl_per_cell_um 28.75 \
    slew_headroom_pct 12.57 \
    fin_cells 31509 \
    hold_viol_final 0 \
    max_freq_ghz 0.07294 \
    grt_max_degree 146 \
    clock_skew_ns 0.1234 \
    postCtsSetupBuffers 0 \
    grt_pass1_wl_mm 1274 \
    tightestPinTransition_ns 1.278 \
    nFillCells 96124 \
    clk_pin_slew_worst_paths_ns 0.06 \
    antenna_found_initial 86 \
    postSynthCellCount 16235 \
    topCellsByArea "edfxtp_1 (78%), mux2i_1 (7.1%), mux4_2 (6.9%)" \
    rrSetupSlack_ns 30.86 \
    p_leak_nw 113.7 \
    ys.flops 8200 \
    num_rows 376 \
    async_reset_ff_share_pct 0 \
    cts_buffers 793 \
    cts_root_buf "clkbuf_16" \
    maxCapViolCount 0 \
    setup-tns-final_ns 0 \
    ys_chip_area_mm2 0.3159 \
    start_kind "input port" \
    grt_pass1_vias 170822 \
]
## cell usage in the layout (no fill, tap or decap), types with 95 or more instances in the layout
master / n
nor4_1: 242
mux2i_1: 2255
o21ai_0: 178
clkinv_1: 190
clkinv_2: 114
a21oi_1: 95
diode_2: 146
a22oi_1: 222
edfxtp_1: 8200
nand2_1: 229
clkbuf_1: 236
mux4_2: 964
o22ai_1: 878
nor2_1: 1219
buf_4: 708
nand3_1: 158
clkbuf_16: 796
## path summary, 6_finish.rpt
kind,to,start,cells after the start
setup reg to reg,data_out[2],ram_block[551][2],7
hold reg to reg,data_out[3],ram_block[652][3],6
hold / removal,data_out[3],ram_block[652][3],6
setup / recovery,data_out[5],address[1],13
## sequential cells by signal, summed over array words and instances (netlist names)
name	flops
data_out	8
ram_block	8192
## area by class of cell
| cell class | count | area (um^2) | area share, % |
|---|---|---|---|
| clock inverters | 412 | 3775 | 1.049 |
| repair buffers | 760 | 6170 | 1.715 |
| clock buffers | 1032 | 20810 | 5.782 |
| flip-flops and latches | 8200 | 246200 | 68.43 |
| well taps | 13986 | 17500 | 4.863 |
| multi-input cells | 6971 | 64990 | 18.06 |
| diodes | 146 | 365.4 | 0.1015 |
| inverters | 2 | 7.507 | 0.002086 |
## routing by layer
metal	global-route usage [%]	share of wire, %	vias to the layer above
li1	-	-	67662
met5	1.696	0.25	-
met1	18.90	31	80777
met2	25.73	45	9931
met3	16.17	20	1714
met4	6.356	4.0	151
## through the flow
stage	total power, W	cell area [um^2]
after global routing	0.02002	359600
final	0.01952	359800
after floorplan	0.01127	315900
after CTS	0.01961	359500
after detailed placement	0.01171	334900
after global placement	0.01170	334900
## kinds of logic (layout without fill, tap and decap cells)
group / Yosys count / in the layout
buf+inv: 1064 / 2206
simple gates: 2077 / 2077
mux: 3242 / 3242
compound gates: 1652 / 1652
other cells: 0 / 146
flops: 8200 / 8200
## power by group
group	internal, W	leakage [nW]	switching, W
Combinational	0.000260	28.2	0.000618
Sequential	0.0106	73.7	0.00000538
Clock	0.00439	11.9	0.00362
## critical path, stage by stage
cell and delay (ns):
buf_16 0.33, buf_4 0.70, buf_4 0.69, buf_4 0.58, buf_4 0.64, mux2i_1 0.28
o22ai_1 0.11, nor4_1 0.68, a31oi_1 0.45, nand4_1 0.49, and4_1 0.42, nand4_1 0.96
or4_1 0.79
Power and IR drop assume default switching activity.
