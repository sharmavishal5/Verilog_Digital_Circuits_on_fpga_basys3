==> design.v <==
`timescale 1ns / 1ps
module alu(
    input [3:0] in1, in2,
    input [3:0] operations,
    output reg [7:0] out
);
    always @(*) begin
        case (operations)
            4'b0001: begin  
                 out = in1 + in2;
            end
            4'b0010: begin  
                    out = in1 - in2;  
            end
            4'b0011: begin
                out = in1 * in2;
            end
            4'b0100: begin 
                out = in1 / in2;
            end
            4'b0101: begin
                out = in1 << in2; 
            end
            4'b0110: begin 
                    out = {in1[2:0], in1[3]};
            end
            4'b0111: begin 
                    out = {in1[0], in1[3:1]};
            end
            4'b1000: begin
                out = in1 & in2;
                end
            4'b1001: begin
                out = in1 | in2;
            end
            4'b1010: begin
                out = in1 ^ in2;
            end
              4'b1011: begin
                out = ~(in1 & in2);
            end
              4'b1100: begin
                out = in1 ^~ in2;
            end
              4'b1101: begin
                out = (in1 > in2) ? 1 : 0;
            end
                4'b1110: begin
                    out = (in1 < in2) ? 1 : 0;
                end
                4'b1111: begin
                    out = (in1 == in2) ? 1 : 0;
                end
            default: begin
                out = 8'b0;
            end
        endcase
    end
endmodule
==> run.sh <==
#!/bin/bash
# OpenROAD 26Q1-2900-gdf79404cd8, Yosys 0.63+post, stock flow scripts
make -C /OpenROAD-flow-scripts/flow DESIGN_CONFIG=/design/flow/config.mk WORK_HOME=/design/flow/orfs finish
==> config.mk <==
export PLATFORM = sky130hd
export DESIGN_NAME = alu
export DESIGN_NICKNAME = alu
export VERILOG_FILES = /design/flow/design.v
export SDC_FILE = /design/flow/constraint.sdc
export NUM_CORES = 4
export LEC_CHECK = 1
export CORE_AREA = 10 10 99 99
export DIE_AREA = 0 0 109 109
==> constraint.sdc <==
current_design alu

set clk_period 6.5
set clk_io_pct 0.2

create_clock -name clk0 -period $clk_period

set non_clock_inputs [all_inputs -no_clocks]
set_input_delay [expr $clk_period * $clk_io_pct] -clock clk0 $non_clock_inputs
set_output_delay [expr $clk_period * $clk_io_pct] -clock clk0 [all_outputs]
==> results_dict.tcl <==
# collected from the flow reports
set metrics [dict create \
    ys.warnings.count 1 \
    grt_setup_unrepaired "true" \
    most-common-layout-cells "sky130_fd_sc_hd__buf_4, sky130_fd_sc_hd__ha_1, sky130_fd_sc_hd__nand2_1, sky130_fd_sc_hd__nor2_1, sky130_fd_sc_hd__inv_1" \
    end_point_of_the_worst_hold_path "out[1]" \
    die.size.y_um 109 \
    seqPwrFrac 0 \
    max_clock_freq_mhz 96.6 \
    timing.critical_path.buf_inv 11 \
    worstHoldStart "in2[1]" \
    critical-path-max-stage-delay_ps 350 \
    worst_min_delay_path_category "in2out" \
    ff_latch_area_um2 0 \
    maximum_number_of_pins_on_one_net_before_global_route_repair 26 \
    number_of_global_route_vias_before_repair 3163 \
    critical_setup_path_class "in2out" \
    count_of_port_buffers_added_during_placement 20 \
    antenna_found_initial 0 \
    slew_worst_pin_ps 918 \
    outcome "finished with violations" \
    timing.critical_path.required_ps 5200 \
    detailroute.via_count 3354 \
    intPower_uw 460 \
    post_drt_wl_per_cell_um 15.2 \
    post_drt_via_cell_ratio 5.37 \
    power.net_switching_uw 334 \
    layout.cells.most_common "sky130_fd_sc_hd__buf_4" \
    timing.max_cap.violations 0 \
    route.final.wire_length_um 9520 \
    report.final.setup_viol 3 \
    min_path_cells 6 \
    tool_warning_count 47 \
    drtPass1Iterations 5 \
    grt_usage 0.154 \
    synth_cell_type_count 62 \
    dieArea_mm2 0.0119 \
    max-slew-margin-rel 0.383 \
    clockBufferCount 0 \
    drt_first_iter_violations 160 \
    critical_path_depth 46 \
    final_max_slew_viol_count 0 \
    place_hpwl_um 6980 \
    cts-hold-fix-buffers 0 \
    synth-cells-yosys 388 \
    totalNegativeSetupSlack_ps -7130 \
    placement_rows 32 \
    detail_route.drc_violations 0 \
    irDropWorstVdd_mv 0.104 \
    timing.critical_path.fanout_max 5 \
    antenna_left 0 \
    final_setup_margin_ps -3850 \
    post_synthesis_cell_area_mm2 0.00277 \
    holdWs_ps 3360 \
    total_inserted_antenna_cells 0 \
    ys_chip_area_mm2 0.00277 \
    critical-path-slowest-cell "sky130_fd_sc_hd__a2111oi_4" \
    place_congestion 0.953 \
    worstSetupStartpointType "primary input" \
    total_power_per_unit_cell_area_mw_per_mm2 186 \
    syn_area_per_cell_um2 7.14 \
    p_comb_frac 1.000 \
    core_region_area_mm2 0.00773 \
    synth_seq_share 0 \
    nFlopsAndLatches 0 \
    worst_setup_path_startpoint "in2[0]" \
    period_used_share 1.59 \
    post_route_cells_drive_above_1_share 0.348 \
    cp_common_cell "sky130_fd_sc_hd__buf_4" \
    finalWorstPathRequiredPeriod_ps 10350 \
    die_w_um 109 \
    cp_data_arrival_time_ps 9050 \
    io_pins 20 \
    postSynthCellCount 388 \
    initCoreUtil 0.359 \
    worst_setup_path_end_kind "primary output" \
    timing.critical_path.max_delay_family "AND-OR/OR-AND gates" \
    static-leakage-power_uw 0.00206 \
    switching_share 0.420 \
    timing.final.hold_violations 0 \
    layout-area-overhead-vs-synth_pct 53.7 \
    wire_length_of_the_first_global_routing_pass_um 15300 \
    p_clk_frac 0 \
    overflow 0 \
    failing_checks "negative setup slack" \
]
## synthesized netlist by cell type, types with 2 or more instances
master	instances	share of area
sky130_fd_sc_hd__or3_1	3	0.0068
sky130_fd_sc_hd__o2111ai_1	2	0.0063
sky130_fd_sc_hd__xor2_1	4	0.013
sky130_fd_sc_hd__a21boi_0	2	0.0054
sky130_fd_sc_hd__nor2_1	35	0.047
sky130_fd_sc_hd__o31ai_1	2	0.0054
sky130_fd_sc_hd__o21a_1	8	0.022
sky130_fd_sc_hd__buf_2	6	0.011
sky130_fd_sc_hd__o211ai_1	4	0.011
sky130_fd_sc_hd__nand3_1	5	0.0090
sky130_fd_sc_hd__inv_1	27	0.037
sky130_fd_sc_hd__ha_1	53	0.24
sky130_fd_sc_hd__o21bai_1	3	0.0081
sky130_fd_sc_hd__a31oi_1	5	0.011
sky130_fd_sc_hd__a21o_1	9	0.024
sky130_fd_sc_hd__nor3_1	12	0.022
sky130_fd_sc_hd__nand2_1	36	0.049
sky130_fd_sc_hd__nand2b_1	8	0.018
sky130_fd_sc_hd__a2111oi_0	2	0.0063
sky130_fd_sc_hd__a211o_1	2	0.0063
sky130_fd_sc_hd__clkbuf_1	12	0.016
sky130_fd_sc_hd__nor4bb_1	2	0.0072
sky130_fd_sc_hd__o21ai_0	23	0.042
sky130_fd_sc_hd__mux2_2	4	0.016
sky130_fd_sc_hd__xnor2_1	11	0.035
sky130_fd_sc_hd__nor2b_1	6	0.014
sky130_fd_sc_hd__a21oi_1	25	0.045
sky130_fd_sc_hd__o221ai_1	3	0.0095
sky130_fd_sc_hd__nand3b_1	4	0.011
sky130_fd_sc_hd__and3_1	2	0.0045
sky130_fd_sc_hd__mux2i_1	11	0.040
sky130_fd_sc_hd__nor3b_1	2	0.0054
sky130_fd_sc_hd__a22oi_1	4	0.011
sky130_fd_sc_hd__a32oi_1	2	0.0063
sky130_fd_sc_hd__o22ai_1	7	0.016
sky130_fd_sc_hd__nor4_1	11	0.025
sky130_fd_sc_hd__fa_1	6	0.043
## power by group through the flow
| stage | registers [µW] | logic (µW) | clock network, µW |
|---|---|---|---|
| after CTS | 0 | 711 | 0 |
| after global routing | 0 | 859 | 0 |
| final | 0 | 794 | 0 |
## final cells by class
| class | count | area [µm²] |
|---|---|---|
| Inverter | 27 | 111 |
| Tap cell | 102 | 128 |
| Fill cell | 669 | 3470 |
| Timing Repair Buffer | 151 | 1200 |
| Multi-Input combinational cell | 345 | 2820 |
## worst max-delay path by stage
stage	end	slack [ps]
CTS	out[0]	-3700
global route	out[0]	-4330
finish	out[0]	-3850
## metal layers
metal	GRT usage	part of all wire	wire [µm]
met5	0	0	0
met4	0.00753	0.0065	62
met3	0.0114	0.050	475
met2	0.240	0.44	4160
met1	0.237	0.51	4830
## timing repair
action | CTS | global route
setup buffers | 41 | 9
pin swaps | 28 | 19
endpoints found under the setup margin | 4 | 5
gates resized | 31 | 19
## cell families after synthesis
family | after synthesis | synth area share
XOR/XNOR | 15 | 0.0474
AND/OR/NAND/NOR | 134 | 0.245
multiplexers | 16 | 0.0641
buffers and inverters | 46 | 0.0650
other | 1 | 0.00135
AND-OR/OR-AND | 117 | 0.295
adder cells (fa/ha/maj) | 59 | 0.283
## metrics by stage
stage / total power [µW] / util / worst slack (ps) / area, µm² / std cells
floorplan: 344 / - / -3810 / 2930 / 391
finish: 794 / 0.551 / -3850 / 4260 / 625
detailed placement: 533 / 0.486 / -4530 / 3760 / 575
global route: 859 / 0.551 / -4330 / 4260 / 625
global placement: 529 / 0.486 / -4290 / 3760 / 575
CTS: 711 / 0.530 / -3700 / 4090 / 616
Power and IR drop assume default switching activity.
